`flow/config.mk`:
```
export PLATFORM = sky130hd
export DESIGN_NAME = MUX_8_1
export DESIGN_NICKNAME = MUX_8_1
export VERILOG_FILES = /design/flow/design.v
export SDC_FILE = /design/flow/constraint.sdc
export NUM_CORES = 4
export LEC_CHECK = 1
export CORE_AREA = 10 10 120 120
export DIE_AREA = 0 0 130 130
```
`flow/constraint.sdc`:
```
current_design MUX_8_1

set clk_period 1.5
set clk_io_pct 0.2

create_clock -name clk0 -period $clk_period

set non_clock_inputs [all_inputs -no_clocks]
set_input_delay [expr $clk_period * $clk_io_pct] -clock clk0 $non_clock_inputs
set_output_delay [expr $clk_period * $clk_io_pct] -clock clk0 [all_outputs]
```
`flow/design.v`:
```
module MUX_2_1 #(
    parameter WIDTH = 32
) (
    input [WIDTH-1:0] I0, I1,
    input Sel,
    output [WIDTH-1:0] Y
);
    assign Y = Sel ? I1 : I0;    
endmodule
module MUX_4_1 #(
    parameter WIDTH = 32
) (
    input [WIDTH-1:0] I0, I1, I2, I3,
    input [1:0] Sel,
    output [WIDTH-1:0] Y
);
    wire [WIDTH-1:0] T0, T1;
    MUX_2_1 #(.WIDTH(WIDTH)) M0 (.I0(I0), .I1(I1), .Sel(Sel[0]), .Y(T0));
    MUX_2_1 #(.WIDTH(WIDTH)) M1 (.I0(I2), .I1(I3), .Sel(Sel[0]), .Y(T1));
    MUX_2_1 #(.WIDTH(WIDTH)) M2 (.I0(T0), .I1(T1), .Sel(Sel[1]), .Y(Y));
endmodule
module MUX_8_1 #(
    parameter WIDTH = 32
) (
    input [WIDTH-1:0] I0, I1, I2, I3, I4, I5, I6, I7,
    input [2:0] Sel,
    output [WIDTH-1:0] Y
);
    wire [WIDTH-1:0] T0, T1;
    MUX_4_1 #(.WIDTH(WIDTH)) M00 (.I0(I0), .I1(I2), .I2(I4), .I3(I6), .Sel({Sel[2], Sel[1]}), .Y(T0));
    MUX_4_1 #(.WIDTH(WIDTH)) M02 (.I0(I1), .I1(I3), .I2(I5), .I3(I7), .Sel({Sel[2], Sel[1]}), .Y(T1));
    MUX_2_1 #(.WIDTH(WIDTH)) M03 (.I0(T0), .I1(T1), .Sel(Sel[0]), .Y(Y));
endmodule
```
`flow/run.sh`:
```
#!/bin/bash
# OpenROAD 26Q1-2900-gdf79404cd8, Yosys 0.63+post, stock flow scripts
make -C /OpenROAD-flow-scripts/flow DESIGN_CONFIG=/design/flow/config.mk WORK_HOME=/design/flow/orfs finish
```
==> results.sh <==
# physical design summary
export IMPL_dpl_cell_count=546
export IMPL_num_clock_buffers=0
export IMPL_critPathTopFamily="multiplexers"
export IMPL_syn_avg_cell_area_sq_um=18.2
export IMPL_power_uw=1370
export IMPL_dpl_cell_area_sq_um=5080
export IMPL_worstPathRequired_ps=1200
export IMPL_drive_above_1_share_pct=36.8
export IMPL_drtIter0Drc=39
export IMPL_dpl_worst_slack_ps=-783
export IMPL_mostFrequentLayoutCells="dlygate4sd2_1 (256), mux4_2 (64), mux2_4 (32), buf_6 (26), buf_2 (9)"
export IMPL_syn_to_final_growth_pct=143
export IMPL_start_kind="input pin"
export IMPL_max_freq_mhz=562
export IMPL_comb_power_share_pct=100.0
export IMPL_worst_path_buf_inv=3
export IMPL_clkPwrFrac_pct=0
export IMPL_final_area_sq_um=5040
export IMPL_antenna_found_initial=5
export IMPL_cts_hold_buf=0
export IMPL_syn_inst=114
export IMPL_die_w_microns=130
export IMPL_hold_ws_ps=1180
export IMPL_mostFrequentLayoutCell="dlygate4sd2_1"
export IMPL_place_gp_congestion=0.913
export IMPL_ys_warn_count=0
export IMPL_ys_types=7
export IMPL_ant_nets=0
export IMPL_gr_total_overflow=0
export IMPL_stdcell_count=557
export IMPL_place_port_buffers=291
export IMPL_seq_power_share_pct=0
export IMPL_fp_util_pct=17.4
export IMPL_n_sequential_cell=0
export IMPL_setup_ws_ps=-278
export IMPL_outcome="complete, but fails checks"
export IMPL_via_count=2527
export IMPL_cap_viol_max_count=0
export IMPL_crit_type="input pin to output pin"
export IMPL_wl_per_cell_microns=21.8
export IMPL_grt_pass1_vias=3056
export IMPL_switchingPower_uw=348
export IMPL_netlist_area_sq_um=2070
export IMPL_yosysSeqAreaShare_pct=0
export IMPL_drc=0
export IMPL_io_pins=291
export IMPL_crit_fanout=7
export IMPL_track_usage_pct=14.3
export IMPL_ys_cells=114
export IMPL_place_hpwl_mm=10.6
export IMPL_power_switching_share_pct=25.5
export IMPL_use_met1_pct=17.5
export IMPL_violations="negative setup slack"
export IMPL_final_hold_violation_count=0
export IMPL_dr_pass1_iters=3
export IMPL_setup_viol=32
export IMPL_grt_use_met2_pct=25.3
export IMPL_period_needed_ps=1780
export IMPL_finalClockPeriodUsage_pct=119
export IMPL_core_sq_um=11900
export IMPL_warnings=35
export IMPL_num_rows=40
export IMPL_grt_pass1_wl_mm=18.2
export IMPL_die_area_sq_um=16900
export IMPL_max_vdd_ir_drop_uv=139
export IMPL_slowest_delay_ps=500
export IMPL_via_per_inst=4.54
export IMPL_wl_mm=12.2
export IMPL_register_area_sq_um=0
export IMPL_grt_use_met3_pct=4.94
export IMPL_grt_max_degree=35
export IMPL_cpMostUsedCell="buf_6"
export IMPL_arrival_ps=1480
export IMPL_tightestPinTransition_ps=207
export IMPL_cp_slowest_cell="mux4_2"
export IMPL_pwr_density_cell_nw_per_um2=271
export IMPL_cp_end_kind="output pin"
export IMPL_power_internal_uw=1020
export IMPL_fillCellCount=1214
export IMPL_slew_headroom_pct=86.2
export IMPL_p_leak_uw=0.00238
export IMPL_grt_busiest_layer="met2"
export IMPL_synth_area_yosys_sq_um=2070
export IMPL_hold_path_class="input pin to output pin"
export IMPL_maxSlewViolCount=0
export IMPL_rsz0062_at_grt="yes"
export IMPL_die_h_microns=130
export IMPL_worstPathCellList="buf_16 > buf_6 > mux4_2 > mux2_4 > buf_6"
==> layout make-up <==
cell class	count	area [sq um]	share of cell area, %
Multi-Input combinational cell	96	1920	38.1
Timing Repair Buffer	309	2930	58.0
Tap cell	147	184	3.65
Antenna cell	5	12.5	0.248
==> timing repair <==
item | 4_1_cts | 5_1_grt
pin swaps | 0 | 0
resized | 427 | 5
hold endpoints to repair | 0 | 0
gates cloned | 4 | 0
buffers inserted | 2 | 0
endpoints found under the setup margin | 32 | 32
==> metrics by stage <==
step	setup TNS (ps)	util, %
global placement	-23020	42.6
global route	-9650	42.3
CTS	-8740	42.0
detailed placement	-23410	42.6
floorplan	-3160	-
finish	-8250	42.3
==> cell usage after synthesis <==
cell type	number	area (sq um)
buf_1	8	30.0
mux2_2	32	360
mux4_2	24	541
clkbuf_1	2	7.51
buf_6	7	78.8
mux4_1	40	1050
buf_2	1	5.00
==> path summary, 6_finish.rpt <==
check | start | end | slack [ps] | depth (start not counted)
max | Sel[1] | Y[3] | -280 | 5
min | Sel[2] | Y[7] | 1180 | 4
==> cells by family (layout without fill, tap and decap cells) <==
family | Yosys count | count (layout) | synth area share, %
multiplexers | 96 | 96 | 94.1
other | 0 | 5 | 0
buffers and inverters | 18 | 309 | 5.85
==> power by group through the flow <==
stage | Sequential [uW] | Clock, uW | Combinational (uW)
after global routing | 0 | 0.000357 | 1470
after CTS | 0 | 0 | 1370
final | 0 | 0.000446 | 1370
==> metal layers <==
layer  share of wire (%)  vias to the layer above  wire [microns]
met5                   0                        -               0
met4                0.30                        0              36
met3                 9.4                        2            1140
met2                  52                      139            6360
met1                  38                     1241            4610
li1                    -                     1145               -
Power figures rest on the tool's default switching activity, not on a simulated workload.
