### ./config.mk
export PLATFORM = sky130hd
export DESIGN_NAME = Control_Unit
export DESIGN_NICKNAME = Control_Unit
export VERILOG_FILES = /design/flow/design.v
export SDC_FILE = /design/flow/constraint.sdc
export NUM_CORES = 4
export LEC_CHECK = 1
export CORE_AREA = 10 10 94 94
export DIE_AREA = 0 0 104 104
### ./constraint.sdc
current_design Control_Unit

set clk_period 3.1
set clk_io_pct 0.2

create_clock -name clk0 -period $clk_period [get_ports {CLK}]

set non_clock_inputs [all_inputs -no_clocks]
set_input_delay [expr $clk_period * $clk_io_pct] -clock clk0 $non_clock_inputs
set_output_delay [expr $clk_period * $clk_io_pct] -clock clk0 [all_outputs]
### ./design.v
module ALU_Decoder #(parameter ALUOP_width = 4, 
                               funct_width = 6,
                               ALUControl_width = 5 )(
input  wire [ALUOP_width-1:0]      ALUOP,
input  wire [funct_width-1:0]      Funct,
output reg  [ALUControl_width-1:0] ALUControl);
always@(*)
 begin
   case(ALUOP)
    'b0000: ALUControl = 'd0 ; 
    'b0001: ALUControl = 'd1 ; 
    'b0010: ALUControl = 'd2 ; 
    'b0011: ALUControl = 'd3 ; 
    'b0100: ALUControl = 'd4 ; 
    'b0101: ALUControl = 'd5 ; 
    'b0110: ALUControl = 'd6 ; 
    'b0111: ALUControl = 'd7 ; 
    'b1000: ALUControl = 'd8 ; 
    'b1001:  
     begin
       case(Funct)
       'd0:  ALUControl  = 'd6 ;
       'd2:  ALUControl  = 'd7 ;
       'd3:  ALUControl  = 'd8 ;
       'd4:  ALUControl  = 'd6 ;
       'd6:  ALUControl  = 'd7 ;
       'd7:  ALUControl  = 'd8 ;
       'd8:  ALUControl  = 'd0 ;
       'd9:  ALUControl  = 'd0 ;
       'd16: ALUControl  = 'd0 ;
       'd17: ALUControl  = 'd0 ;
       'd18: ALUControl  = 'd0 ;
       'd19: ALUControl  = 'd0 ;
       'd24: ALUControl  = 'd9 ;
       'd25: ALUControl  = 'd12 ;  
       'd26: ALUControl  = 'd10 ;
       'd27: ALUControl  = 'd13 ;  
       'd32: ALUControl  = 'd0 ; 
       'd33: ALUControl  = 'd14 ;  
       'd34: ALUControl  = 'd1 ;
       'd35: ALUControl  = 'd15 ;  
       'd36: ALUControl  = 'd2 ;
       'd37: ALUControl  = 'd3 ;
       'd38: ALUControl  = 'd4 ;
       'd39: ALUControl  = 'd5 ;
       'd42: ALUControl  = 'd11 ;  
       'd43: ALUControl  = 'd16 ;  
       default: ALUControl  = 'd0 ;
       endcase
     end
     'b1010:  ALUControl = 'd14;
     'b1011:  ALUControl = 'd11;
     'b1100:  ALUControl = 'd16;
   default: ALUControl  = 'd0 ;
   endcase
 end
 endmodule
module Control_Unit
#( parameter OP_CODE_WIDTH  = 6, 
             FUNCT_WIDTH    = 6,
             FUN_SIZE       = 5
) 
(
    input CLK, RST,
    input [OP_CODE_WIDTH-1:0] Op,
    input [FUNCT_WIDTH-1:0] Funct,
    input Zero,Sign,unvalid,
    output reg IorD, MemWrite, IRWrite,s_notz,
    output reg PCEn,RegWrite,HLEN,HEN,LEN,
    output reg [2:0]     MemtoReg,
    output reg     PCWrite, Branch,     
    output reg [1:0] ALUSrcB, ALUSrcA, PCSrc,RegDst,load_type,store_type,
    output wire [FUN_SIZE-1:0]  ALUControl);
   reg [3:0] ALUOp;
    ALU_Decoder A0
    (
        .ALUOP(ALUOp),
        .Funct(Funct),
        .ALUControl(ALUControl)
    );
    localparam LW       = 6'b100011;
    localparam LB       = 6'b100000;
    localparam LH       = 6'b100001;
    localparam SW       = 6'b101011;
    localparam SB       = 6'b101000;
    localparam SH       = 6'b101001;
    localparam R_TYPE   = 6'b000000;
    localparam BEQ      = 6'b000100;
    localparam ADDI     = 6'b001000;
    localparam ADDIU    = 6'b001001;
    localparam SLTI     = 6'b001010;
    localparam SLTIU    = 6'b001011;
    localparam ANDI    	= 6'b001100;
	localparam ORI    	= 6'b001101;
	localparam XORI    	= 6'b001110;
    localparam LUI      = 6'b001111;
    localparam SLL      = 6'b000000;
    localparam SRL      = 6'b000010;
    localparam SRA      = 6'b000011;
    localparam J        = 6'b000010;
    localparam JR       = 6'b001000;
    localparam JALR     = 6'b001001;
    localparam MFHI     = 6'b010000;
    localparam MTHI     = 6'b010001;
    localparam MFLO     = 6'b010010;
    localparam MTLO     = 6'b010011;
    localparam MULT     = 6'b011000;
    localparam MULTU    = 6'b011001;
    localparam DIV      = 6'b011010;
    localparam DIVU     = 6'b011011;
    localparam BLTZ     = 6'b000001;
    localparam BLEZ     = 6'b000110;
    localparam BGTZ     = 6'b000111;
    localparam BNE      = 6'b000101;
    localparam S0       = 5'b00000;   
    localparam S1       = 5'b00001;   
    localparam S2       = 5'b00010;   
    localparam S3       = 5'b00011;   
    localparam S4       = 5'b00100;   
    localparam S5       = 5'b00101;   
    localparam S6       = 5'b00110;   
    localparam S_6_1    = 5'b00111;   
    localparam S_6_2    = 5'b01000;   
    localparam S_6_3    = 5'b01001;   
    localparam S_6_4    = 5'b01010;   
    localparam S_6_5    = 5'b01011;   
    localparam S_6_6    = 5'b01100;   
    localparam S_6_7    = 5'b01101;   
    localparam S_6_8    = 5'b01110;   
    localparam S_6_9    = 5'b01111;   
    localparam S_6_10   = 5'b10000;   
    localparam S7       = 5'b10001;   
    localparam S8       = 5'b10010;   
    localparam S9       = 5'b10011;   
    localparam S10      = 5'b10100;   
    localparam S11      = 5'b10101;   
    localparam S_0_1    = 5'b10110;   
    localparam NUMBER_STATES = 4;
    reg [NUMBER_STATES:0] Current_State, Next_State;
    always @(posedge CLK or negedge RST) begin
        if (!RST) begin
            Current_State <= S0;
        end
        else
            Current_State <= Next_State;
    end
    always @(*) begin
            IorD        = 1'b0;
            ALUSrcA     = 2'b00;
            ALUSrcB     = 2'b00;
            ALUOp       = 2'b00;
            PCSrc       = 2'b00;
            IRWrite     = 1'b0;
            PCWrite     = 1'b0;
            RegDst      = 2'b00;
            MemtoReg    = 3'b000;
            RegWrite    = 1'b0;       
            PCEn        = 1'b0;
            Branch      = 1'b0;
            MemWrite    = 1'b0;
            HLEN        = 1'b0;
            HEN         = 1'b0;
            LEN         = 1'b0;
            s_notz      = 1'b0;
        case (Current_State)
           S0 : begin
            IorD    = 1'b0;
            ALUSrcA = 2'b00;
            ALUSrcB = 2'b01;
            ALUOp   = 2'b00;
            PCSrc   = 2'b00;
            IRWrite = 1'b1;
            PCWrite = 1'b1;
              Next_State = S1;
           end
            S_0_1 : begin
            MemtoReg = 3'b010;
            RegWrite = 1'b1;
            RegDst = 2'b00; 
            Next_State = S0;  
            end 
           S1 : begin
            ALUSrcA = 2'b00;
            ALUSrcB = 2'b11;
            ALUOp   = 2'b00;
            case (Op)
                LW      : Next_State = S2;
                LB      : Next_State = S2;
                LH      : Next_State = S2;
                SW      : Next_State = S2; 
                SB      : Next_State = S2;
                SH      : Next_State = S2;
                R_TYPE  : Next_State = S6; 
                BEQ     : Next_State = S8; 
                BNE     : Next_State = S8;
                BLTZ    : Next_State = S8;
                BLEZ	: Next_State = S8;
                BGTZ	: Next_State = S8;
                ADDI    : Next_State = S9;
                ANDI    : Next_State = S9;
		        ORI     : Next_State = S9;
		        XORI    : Next_State = S9;
                ADDIU   : Next_State = S9;
                SLTI    : Next_State = S9;
                SLTIU   : Next_State = S9;
                J       : Next_State = S11; 
                LUI     : Next_State = S_0_1;
                default: Next_State = S0;
            endcase
           end
           S2 : begin
            ALUSrcA = 2'b01;
            ALUSrcB = 2'b10;
            ALUOp   = 2'b00;
            case (Op)
                LW      : Next_State = S3; 
                LB      : Next_State = S3; 
                LH      : Next_State = S3; 
                SW      : Next_State = S5; 
                SB      : Next_State = S5; 
                SH      : Next_State = S5; 
                default: Next_State = S0;
            endcase           
           end
           S3 : begin
            IorD    = 1'b1;
            Next_State = S4;                      
           end
           S4 : begin
            case (Op)
                LW: load_type = 2'b00;
                LB: load_type = 2'b01;
                LH: load_type = 2'b10;
                default: load_type = 2'b00;
            endcase            
            RegDst      = 2'b00;
            MemtoReg    = 3'b001;
            RegWrite    = 1'b1;  
            Next_State = S0;                
           end
           S5 : begin
            IorD        = 1'b1;
            MemWrite    = 1'b1;  
            case (Op)
                SW: store_type = 2'b00; 
                SB: store_type = 2'b01;
                SH: store_type = 2'b10;
                default: store_type = 2'b00;
            endcase
            Next_State = S0;                
           end
          S6 : begin
                if(Funct == SLL || Funct == SRL || Funct == SRA)            
                ALUSrcA = 2'b10;
                else
                ALUSrcA = 2'b01;
                ALUSrcB = 2'b00;
                ALUOp   = 4'b1001;
                case (Funct)
                    JR: begin
                         PCSrc = 2'b00;
                         PCWrite = 1'b1;
                         Next_State = S0;
                        end
                    JALR:begin
                         PCSrc = 2'b00;
                      	 	PCWrite = 1'b1;
                          RegDst = 2'b10;
                  	       MemtoReg = 3'b011;
                	       	 RegWrite = 1'b1;
                         Next_State = S0;
                        end
                    MFHI:begin     
                RegDst = 2'b01;
                MemtoReg = 3'b100;
                RegWrite = 1'b1;
                Next_State = S0; 
                end 
                    MTHI: Next_State = S_6_4;
                    MFLO: begin     
                RegDst = 2'b01;
                MemtoReg = 3'b101;
                RegWrite = 1'b1;
                Next_State = S0;
                end 
                    MTLO: Next_State = S_6_6;
                    MULT: Next_State = S_6_7;
                    MULTU:Next_State = S_6_8;
                    DIV : Next_State = S_6_9; 
                    DIVU: Next_State = S_6_10;
                    default: Next_State = S7;
                endcase
		end
                S_6_4 : begin     
                HEN = 1'b1;
                Next_State = S0; 
                end 
                S_6_6 : begin     
                LEN = 1'b1;
                Next_State = S0; 
                end
                S_6_7 :begin     
                ALUSrcA = 2'b01; 
                ALUSrcB = 2'b00;
                ALUOp   = 4'b1001;
                HLEN = 1'b1;
                Next_State = S0;
                end
                S_6_8 :begin     
                ALUSrcA = 2'b01; 
                ALUSrcB = 2'b00;
                ALUOp   = 4'b1001;
                HLEN = 1'b1;
                Next_State = S0;
                end
                S_6_9 :begin     
                ALUSrcA = 2'b01; 
                ALUSrcB = 2'b00;
                ALUOp   = 4'b1001;
                HLEN = 1'b1;
                Next_State = S0;
                end
                S_6_10 :begin     
                ALUSrcA = 2'b01; 
                ALUSrcB = 2'b00;
                ALUOp   = 4'b1001;
                HLEN = 1'b1;
                Next_State = S0;
                end
           S7 : begin
            RegDst      = 2'b01;
            MemtoReg    = 3'b000;
            RegWrite    = 1'b1;
            ALUSrcA     = 2'b01; 
            ALUSrcB     = 2'b00;
            ALUOp       = 4'b1001;
            Next_State = S0;                 
           end
           S8 : begin
            ALUSrcA     = 2'b01;
            ALUSrcB     = 2'b00;
            ALUOp       = 2'b01;
            PCSrc       = 2'b01;
            Branch      = 1'b1; 
            Next_State = S0;                 
           end
           S9 : begin
            ALUSrcA     = 2'b01;
            ALUSrcB     = 2'b10;
			case (Op)
				ADDI: 		ALUOp	= 4'b0000;
				ANDI: 		ALUOp	= 4'b0010;
				ORI: 		ALUOp	= 4'b0011;
				XORI: 		ALUOp	= 4'b0100;
                ADDIU:      ALUOp   = 4'b1010;
                SLTI:       ALUOp   = 4'b1011;
                SLTIU:      ALUOp   = 4'b1100;   
				default: 	ALUOp	= 4'b0000;
			endcase
            Next_State = S10;             
           end
           S10 : begin
            RegDst      = 1'b0;
            MemtoReg    = 1'b0;
            RegWrite    = 1'b1;
            Next_State = S0;             
           end
           S11 : begin
            PCSrc       = 2'b10;
            PCWrite     = 1'b1;
            Next_State = S0;                 
            end
           default : begin
            IorD        = 1'b0;
            ALUSrcA     = 2'b00;
            ALUSrcB     = 2'b00;
            ALUOp       = 2'b00;
            PCSrc       = 2'b00;
            IRWrite     = 1'b0;
            PCWrite     = 1'b0;
            RegDst      = 1'b0;
            MemtoReg    = 1'b0;
            RegWrite    = 1'b0;       
            PCEn        = 1'b0;
            Branch      = 1'b0;
            MemWrite    = 1'b0;
            Next_State = S0;                 
            end
        endcase
        case (Op)
            BLTZ: PCEn = (Branch & Sign & ~Zero);
            BLEZ: PCEn = (Branch & Sign) | (Branch & Zero);
            BGTZ: PCEn = (Branch & ~Sign & ~Zero);
            BEQ: PCEn = (Branch & Zero);
		       	BNE: PCEn = (Branch & ~Zero);
            J: PCEn = PCWrite;
            JALR: PCEn = PCWrite;
            JR: PCEn = PCWrite;
            default: PCEn = 0; 
        endcase
        case (Op)
            ADDI:     s_notz = 1'b1;
            ADDIU:    s_notz = 1'b0;   
            SLTI:     s_notz = 1'b1;
            SLTIU:    s_notz = 1'b0;   
            default:  s_notz = 0; 
        endcase
    end
endmodule
### ./run.sh
#!/bin/bash
# OpenROAD 26Q1-2900-gdf79404cd8, Yosys 0.63+post, stock flow scripts
make -C /OpenROAD-flow-scripts/flow DESIGN_CONFIG=/design/flow/config.mk WORK_HOME=/design/flow/orfs finish
==> results_slide.txt <==
Flow Results at a Glance

Synthesis
  • Main flop type: dfrtp_1
  • EDFF count, synth: 0
  • Unique cell type count in the Yosys netlist: 56
  • Ys Warns: 2
  • Chip Area, Yosys: 1400 um^2
  • Syn Inst Count: 199
  • Async SR Flop Fraction: 55.6%
  • Post-synthesis average cell area: 7.04 um^2
  • Yosys cell count: 199
  • Registers, synthesis: 9
  • Netlist Area Pre-Place: 1400 um^2

Global route
  • Number of global-route vias before repair: 1716
  • GR met2 Demand/Resource: 15.4%
  • GRT Total Usage: 9.57%
  • Total grt overflow: 0
  • Met1 GRT Util: 13.1%
  • First-pass GRT wire length: 8.82 mm
  • Initial antenna violation count: 0
  • Top Usage Layer GRT: met2
  • Met3 Resource Use GR: 2.26%
  • Pin count of the biggest net entering global routing: 15

Placement
  • Dpl cells: 371
  • GPL Wtd Cong: 0.890
  • DP Wirelength: 4.49 mm
  • IO Port Bufs: 46

Floorplanning
  • Total core area: 6830 um^2
  • I/O pins: 48
  • Chip width: 104 um
  • Init Core Util: 20.5%
  • Chip area: 10800 um^2
  • Row count: 30
  • Die height: 104 um

Clock tree
  • Post-CTS Hold Buffers: 0
  • Htree depth: 1
  • Reg clk slew, reported paths: 30 ps
  • Worst-case clock buffer depth: 2
  • TritonCTS clock tree: done
  • Clock Tree Root: clkbuf_8
  • TritonCTS Buffers: 3
  • Insertion Delay late pin: 220 ps

Final layout
  • Post-Layout Cell Count: 378
  • Share of layout cells above drive strength 1: 29.4%
  • Syn-to-layout area delta: 72.0%
  • Most numerous logic cell after layout: buf_4
  • Most common logic cells in the final layout: 44 x buf_4, 29 x clkdlybuf4s50_1, 19 x nor2_1
  • Post-layout util: 35.3%

Pwr
  • PwrDens: 329 nW/um^2
  • Max VDD drop: 151 uV
  • Pleak: 0.985 nW

Drt
  • DRT Pass-1 Iters: 4
  • Detail Route Antenna Nets: 0
  • Via density: 4.67
  • Antenna diode count: 0
  • Via Count: 1765
  • Final WL: 5.32 mm
  • # DRC: 0
  • Initial drt markers: 164
  • WL/cell: 14.1 um

Worst setup path
  • R2R setup slack: 1090 ps
  • Crit path DRT: 2480 ps
  • Arrival time at the worst endpoint: 2440 ps
  • CP Capture Type: output port
  • Setup CP Type: input pin to output port
  • R2r startpoint: Current_State[1]
  • Crit path launch: Op[5]
  • CP Max Fanout: 3
  • Nature of the critical path startpoint: input pin

Run status
  • Status: complete, no violations

STA
  • Setup TNS: 0 ps
  • Max Clk Rate: 326 MHz
  • Max_slew headroom: 58.0%
  • Final worst-path cycle share: 98.9%
  • RSZ-0062 raised after global routing: no
  • Final hold viol count: 0
  • Endpoints left unconstrained: 8
  • Slew Limit Fails: 0
  • Count of unclocked register or latch pins: 4
  • Final clock skew: 2.18 ps
  • Final setup vio count: 0
  • Crit path time final: 3060 ps
  • Actual slew at the worst max-slew pin: 624 ps

Flow run
  • Log Warnings: 33
  • Max-cap viol count: 0

Hold path
  • Hold Path Class: input pin to asynchronous set/reset pin
what timing repair did:
action | 4_1_cts | 5_1_grt
gates resized | 51 | 9
pin swaps | 9 | 3
endpoints found under the hold margin | 0 | 0
endpoints found under the setup margin | 13 | 7
setup buffers | 3 | 0
cells by family (layout without fill, tap and decap cells):
family	after synthesis	count (layout)	synth area share, %
AND/OR/NAND/NOR	86	86	34.2
AND-OR/OR-AND	59	59	31.3
buffers and inverters	28	111	7.68
adder cells (fa/ha/maj)	9	9	8.04
multiplexers	6	6	4.38
flip-flops	5	5	8.93
latches	4	4	4.29
XOR/XNOR	2	2	1.25
critical path: stages:
cell,delay (ps)
buf_6,100
or4b_4,520
or4_4,540
buf_6,140
o2bb2ai_1,110
a22o_1,180
dlygate4sd2_1,240
path summary, 6_finish.rpt:
check	end	cells after the start
min	Current_State[0]	1
max	ALUControl[0]	7
max reg2reg	Current_State[4]	5
min reg2reg	Current_State[3]	4
max in group asynchronous	Current_State[2]	1
min in group clk0	Current_State[3]	4
where the power goes:
part	leakage (nW)	internal, W	switching (W)	total [W]
combinational	0.866	0.000298	0.000270	0.000568
sequential	0.0956	0.0000846	0.0000192	0.000104
clock	0.0228	0.0000882	0.0000318	0.000120
total	0.985	0.000471	0.000321	0.000792
Yosys cell counts (2+ instances only):
| library cell | count | area share (%) |
|---|---|---|
| o2bb2ai_1 | 3 | 1.9 |
| dfrtp_1 | 5 | 8.9 |
| a2bb2oi_1 | 3 | 1.9 |
| a21oi_1 | 9 | 3.2 |
| nand3b_1 | 3 | 1.6 |
| or3_1 | 2 | 0.89 |
| o32ai_1 | 2 | 1.3 |
| o22ai_1 | 3 | 1.3 |
| mux2i_1 | 5 | 3.6 |
| and2_1 | 2 | 0.89 |
| o221ai_1 | 4 | 2.5 |
| xnor2_1 | 2 | 1.3 |
| a22o_1 | 4 | 2.5 |
| nand2b_1 | 5 | 2.2 |
| nor4_1 | 2 | 0.89 |
| buf_2 | 2 | 0.71 |
| or3b_2 | 2 | 1.3 |
| a22oi_1 | 4 | 2.1 |
| nor3_1 | 10 | 3.6 |
| nand3_1 | 4 | 1.4 |
| nand2_1 | 16 | 4.3 |
| inv_1 | 14 | 3.7 |
| dlxtp_1 | 4 | 4.3 |
| o21bai_1 | 2 | 1.1 |
| a21boi_0 | 2 | 1.1 |
| o211ai_1 | 2 | 1.1 |
| nor3b_1 | 5 | 2.7 |
| nor2_1 | 20 | 5.4 |
| clkbuf_1 | 11 | 2.9 |
| nor2b_1 | 3 | 1.3 |
| ha_1 | 9 | 8.0 |
| o311ai_0 | 2 | 1.3 |
| o21ai_0 | 10 | 3.6 |
metrics by stage:
| step | setup WS, ps | cell area [um^2] | total power, W | hold slack, ps |
|---|---|---|---|---|
| CTS | 9.38 | 2400 | 0.000794 | 623 |
| floorplan | 480 | 1400 | 0.000366 | 324 |
| global placement | -565 | 2260 | 0.000662 | 809 |
| detailed placement | -587 | 2260 | 0.000660 | 804 |
| finish | 35.5 | 2410 | 0.000792 | 617 |
| global route | 2.77 | 2410 | 0.000859 | 640 |
per-layer routing:
| layer | up-vias | part of all wire (%) |
|---|---|---|
| li1 | 914 | - |
| met1 | 796 | 46 |
| met2 | 51 | 47 |
| met3 | 4 | 6.4 |
| met4 | 0 | 0.62 |
| met5 | - | 0 |
state kept, by name (all words and copies together) (netlist names):
name,count
Current_State,5
load_type,2
store_type,2
final cells by class:
class                      count  area (um^2)
clock buffer                   4         45.0
fill                         706         4420
inverter                      14         52.6
multi-input combinational    162         1210
sequential                     9          185
tap                           96          120
timing repair buffer          93          796
No activity file was given, so power comes from the tool's default toggle rates.
