$ cat design/flow/run.sh
#!/bin/bash
# OpenROAD 26Q1-2900-gdf79404cd8, Yosys 0.63+post, stock flow scripts
make -C /OpenROAD-flow-scripts/flow DESIGN_CONFIG=/design/flow/config.mk WORK_HOME=/design/flow/orfs finish
$ cat design/flow/constraint.sdc
current_design Reg_File

set clk_period 1.7
set clk_io_pct 0.2

create_clock -name clk0 -period $clk_period [get_ports {CLK}]

set non_clock_inputs [all_inputs -no_clocks]
set_input_delay [expr $clk_period * $clk_io_pct] -clock clk0 $non_clock_inputs
set_output_delay [expr $clk_period * $clk_io_pct] -clock clk0 [all_outputs]
$ cat design/flow/design.v
module Reg_File 
#( parameter REG_ADDR_WIDTH = 5,
             REG_WIDTH = 32
)
(
    input   [REG_ADDR_WIDTH-1 : 0]      A1,A2,A3,A4,
    input   [REG_WIDTH-1:0]             WD3,
    input   [REG_WIDTH-1:0]             instr,
    input                               CLK,RST,WE3,
    output reg  [REG_WIDTH-1:0]         RD1,RD2,RD3
);
reg   [REG_WIDTH-1:0]    REG    [0:REG_WIDTH-1];
integer i;       
always @ (posedge CLK or negedge RST)
begin
    if (!RST) begin
      for (i=0;i<REG_WIDTH;i=i+1)
        REG[i] <= 32'b0;
    RD1 <= 0;
    RD2 <= 0; 
    RD3 <= 0;   
    end
    else
    begin
       RD1 <= REG [A1];
       RD2 <= REG [A2];
       if(((instr[5:0]==6'b0)||(instr[5:0]==6'b000010)||(instr[5:0]==6'b000011))&&(instr[31:26]==6'b0))
         RD3<=A3;
       else
         RD3 <= REG [A3];
       if ((WE3 ==  1) && (A4 !=5'b0))
       REG[A4] <= WD3; 
    end
end
assign A1=instr[25:21];
assign A2=instr[20:16];
assign A3=instr[10:6];
endmodule
$ cat design/flow/config.mk
export PLATFORM = sky130hd
export DESIGN_NAME = Reg_File
export DESIGN_NICKNAME = Reg_File
export VERILOG_FILES = /design/flow/design.v
export SDC_FILE = /design/flow/constraint.sdc
export NUM_CORES = 4
export LEC_CHECK = 1
export CORE_UTILIZATION = 30
==> flow_summary.json <==
{
  "yosysSeqAreaShare_pct": 46.0,
  "status": "stopped before the end",
  "yosys_most_used_dff": "dfrtp_1",
  "stop_stage": "synthesis",
  "yosys_warnings": 2,
  "yosys-stat-cells": 5596,
  "stop_error": "ERROR: Found 15 problems in 'check -assert'.",
  "edf_count": 0,
  "ys_chip_area_mm2": 0.0609,
  "ys_types": 72,
  "synth_flop_count": 1120,
  "async_reset_ff_share_pct": 100
}
==> synth_stat cells, drive strengths merged (9+ instances only) <==
library cell | number | area share [%]
a2111oi | 16 | 0.23
a211oi | 17 | 0.21
a21oi | 118 | 0.97
a221o | 9 | 0.15
a221oi | 42 | 0.60
a222oi | 33 | 0.54
a22o | 97 | 1.4
a22oi | 1058 | 13
a31oi | 31 | 0.32
a32o | 13 | 0.21
a32oi | 35 | 0.50
and2 | 12 | 0.12
and3 | 24 | 0.25
and4 | 12 | 0.17
buf | 325 | 2.7
clkbuf | 261 | 1.6
dfrtp | 1120 | 46
mux2 | 1030 | 19
mux2i | 74 | 1.2
nand2 | 311 | 1.9
nand2b | 30 | 0.31
nand3 | 99 | 0.81
nand3b | 11 | 0.14
nand4 | 143 | 1.5
nor2 | 258 | 1.7
nor2b | 23 | 0.25
nor3 | 114 | 0.97
nor3b | 12 | 0.15
nor4 | 55 | 0.56
o211ai | 11 | 0.14
o21ai | 75 | 0.62
o22ai | 11 | 0.11
o31ai | 9 | 0.11
or2 | 9 | 0.092
or3 | 10 | 0.10
or3b | 9 | 0.13
==> kinds of logic after synthesis <==
kind of cell	share of synthesized area, %
AND/OR/NAND/NOR	9.26
multiplexers	20.4
buffers and inverters	4.35
flip-flops	46.0
AND-OR/OR-AND	20.0
